<file path="flow/design.v">
`timescale 1ns / 1ps
 module VENDING_MACHINE( input [2:0] COIN,SEL_P,input  RST ,CLK ,output reg [2:0] PRODUCT,reg [2:0] BALANCE);
parameter idle   = 3'b000,
          ONE    = 3'b001,
          TWO    = 3'b010,
          THREE  = 3'b011,
          FOUR   = 3'b100,
          FIVE   = 3'b101,
          SIX    = 3'b110,
          RET_2  = 3'b111;
reg [2:0] state, next_state;
       parameter [1:0]  NONE  =2'b00,
                        pepsi =2'b01,
                        cock = 2'b10,
                        DEW  = 2'b11;
 initial 
     begin 
          state     = 3'b000;
          next_state= 3'b000;
     end 
   always @(posedge CLK or  posedge RST )
             if(RST)
                next_state = idle;
                else if(SEL_P == NONE || COIN == 0 )
                begin
                  PRODUCT = 0;
                  BALANCE = COIN;
                  state = idle;
                end 
              else 
                state = next_state;
         always @(state or COIN)
                if(COIN !=1 && COIN!=2 && COIN!=5)
                 begin
                   PRODUCT = 0;
                   BALANCE = COIN;
                   next_state = idle;
                 end 
                else 
             case(state)
                      idle:
                       case(COIN)
                         idle:
                            begin
                               PRODUCT = 0;
                               BALANCE = 0;
                               next_state = idle;
                             end   
                            ONE:  next_state = ONE;
                            TWO:  next_state = TWO;
                            FIVE: next_state = FIVE;
                       endcase
                      ONE: 
                          case(COIN)
                        idle:
                            begin
                               PRODUCT = 0;
                               BALANCE = 1;
                               next_state = idle;
                             end 
                            ONE:  
                             begin
                               PRODUCT = 1;
                               BALANCE = 0;
                               next_state = idle;
                             end 
                            TWO:  
                             begin
                               PRODUCT = SEL_P;
                               BALANCE = 1;
                               next_state = idle;
                             end 
                           FIVE:
                             begin
                               PRODUCT = 0;
                               BALANCE = 2;
                               next_state = RET_2;
                             end
                            endcase
                       TWO:   
                              begin
                               PRODUCT = SEL_P;
                               BALANCE = 0;
                               next_state = idle;
                              end 
                         FIVE:   
                              begin
                               PRODUCT = 0;
                               BALANCE = 1;
                               next_state = RET_2;
                              end      
                       RET_2:
                              begin
                                next_state = idle;
                                PRODUCT = SEL_P;
                                BALANCE = 2;
                               end
          endcase
endmodule
</file>
<file path="flow/run.sh">
#!/bin/bash
# OpenROAD 26Q1-2900-gdf79404cd8, Yosys 0.63+post, stock flow scripts
make -C /OpenROAD-flow-scripts/flow DESIGN_CONFIG=/design/flow/config.mk WORK_HOME=/design/flow/orfs finish
</file>
<file path="flow/config.mk">
export PLATFORM = sky130hd
export DESIGN_NAME = VENDING_MACHINE
export DESIGN_NICKNAME = VENDING_MACHINE
export VERILOG_FILES = /design/flow/design.v
export SDC_FILE = /design/flow/constraint.sdc
export NUM_CORES = 4
export LEC_CHECK = 1
export CORE_AREA = 10 10 81 81
export DIE_AREA = 0 0 91 91
export SYNTH_HDL_FRONTEND = slang
</file>
<file path="flow/constraint.sdc">
current_design VENDING_MACHINE

set clk_period 1.4
set clk_io_pct 0.2

create_clock -name clk0 -period $clk_period [get_ports {CLK}]

set non_clock_inputs [all_inputs -no_clocks]
set_input_delay [expr $clk_period * $clk_io_pct] -clock clk0 $non_clock_inputs
set_output_delay [expr $clk_period * $clk_io_pct] -clock clk0 [all_outputs]
</file>
==> impl_results.html <==
<p>Metrics extracted from the flow reports.</p>
<table>
<tr><th>Metric</th><th>Value</th></tr>
<tr><th colspan="2">Synth</th></tr>
<tr><td>Library cell occupying the most area in the post-synthesis netlist</td><td>sky130_fd_sc_hd__edfxtp_1</td></tr>
<tr><td>Synth async-reset ratio</td><td>0</td></tr>
<tr><td>Top FF cell, synth</td><td>sky130_fd_sc_hd__edfxtp_1</td></tr>
<tr><td>Yosys stat area</td><td>634 um2</td></tr>
<tr><td>Number of distinct library cells after synthesis</td><td>33</td></tr>
<tr><td>Leading cell types by count after synthesis</td><td>sky130_fd_sc_hd__dlxtp_1, sky130_fd_sc_hd__edfxtp_1</td></tr>
<tr><td>Yosys Warn Count</td><td>0</td></tr>
<tr><td>Number of synthesized register bits</td><td>12</td></tr>
<tr><td>Cell count listed in synth_stat.txt</td><td>67</td></tr>
<tr><td>Cell types with the largest area share after synthesis</td><td>sky130_fd_sc_hd__edfxtp_1, sky130_fd_sc_hd__dlxtp_1, sky130_fd_sc_hd__buf_6</td></tr>
<tr><td>Fraction of post-synthesis cell area in the top cell type by area</td><td>0.284</td></tr>
<tr><td>Post-synth tally of flip-flops with integrated enable</td><td>6</td></tr>
<tr><th colspan="2">Outcome</th></tr>
<tr><td>Last flow stage reached</td><td>1_2_yosys</td></tr>
<tr><td>First error in the log</td><td>ERROR: Found 3 problems in 'check -assert'.</td></tr>
<tr><td>Status</td><td>aborted with a tool error</td></tr>
</table>
## kinds of logic after synthesis
logic type / synth area share
xor+xnor: 0.0138
buf+inv: 0.138
other cells: 0.00591
simple gates: 0.272
latches: 0.142
flops: 0.284
compound gates: 0.128
mux: 0.0158
